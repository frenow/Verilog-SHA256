==> /design/flow/config.mk <==
export PLATFORM = sky130hd
export DESIGN_NAME = top
export DESIGN_NICKNAME = top
export VERILOG_FILES = /design/flow/design.v
export SDC_FILE = /design/flow/constraint.sdc
export NUM_CORES = 4
export LEC_CHECK = 1
export CORE_UTILIZATION = 30
==> /design/flow/constraint.sdc <==
current_design top

set clk_period 4.0
set clk_io_pct 0.2

create_clock -name clk0 -period $clk_period [get_ports {CLK}]

set non_clock_inputs [all_inputs -no_clocks]
set_input_delay [expr $clk_period * $clk_io_pct] -clock clk0 $non_clock_inputs
set_output_delay [expr $clk_period * $clk_io_pct] -clock clk0 [all_outputs]
==> /design/flow/design.v <==
module top(input CLK, RXD, output TXD, LED0, LED1, LED2, LED3, LED4, LED5);
   reg  [0:23]  data = {8'b01100001, 8'b01100010, 8'b01100011};
   wire [0:511] msg  = {data, 1'b1, 423'b0, 64'd24};
   wire [0:255] hash;
   sha256 _sha256(.clk(CLK), .reset(1'b1), .M(msg), .hash(hash));
   wire reset = 1;
   reg  start, send;
   wire busy;
   reg  [6:0] pos;
   wire [7:0] ascii [0:15];
   wire [7:0] char = ascii[hash[(pos * 4) +: 4]];
   reg [31:0] sec_clk;
  always @(negedge reset or posedge CLK) 
  begin
   if(!reset)
	begin
	   pos   = 0;
	   send  = 0;
	   start = 0;
	   LED0  = 1;
	end
   else 
   begin
      if(busy)
         send = 0;
      if(!busy && !send && start)
         begin
            if(pos < 64)
            begin
               pos   = pos + 1;
               send  = 1;
            end
            else
                start = 0;
         end
      if(!start && sec_clk == ((20000000 * 5)))
         begin
            LED0  = ~LED0;
            pos   = 0;
            send  = 1;
            start = 1;
            sec_clk <= 0;
         end
      else
         sec_clk <= sec_clk + 1;
   end
  end
  uart_tx tx(.clk(CLK), .tx(TXD), .send(send), .data(char), .busy(busy));
   assign LED1 = 1;
   assign LED2 = 1;
   assign LED3 = 1;
   assign LED4 = 1;
   assign LED5 = 1;
   assign ascii[ 0] = 8'h30;
   assign ascii[ 1] = 8'h31;
   assign ascii[ 2] = 8'h32;
   assign ascii[ 3] = 8'h33;
   assign ascii[ 4] = 8'h34;
   assign ascii[ 5] = 8'h35;
   assign ascii[ 6] = 8'h36;
   assign ascii[ 7] = 8'h37;
   assign ascii[ 8] = 8'h38;
   assign ascii[ 9] = 8'h39;
   assign ascii[10] = 8'h61;
   assign ascii[11] = 8'h62;
   assign ascii[12] = 8'h63;
   assign ascii[13] = 8'h64;
   assign ascii[14] = 8'h65;
   assign ascii[15] = 8'h66;
endmodule
module sha256(input clk, reset, input wire [0:511] M, output wire [0:255] hash);
   genvar i;
   wire [0:31] h   [0:7];
   wire [0:31] k   [0:63];
   wire [0:31] w   [0:63];
   wire [0:31] r   [0:64][0:7];
   wire [0:31] tmp [0:64];
   generate
      for(i = 0; i < 16; i = i+1)
	assign w[i] = M[ (i*32) +: 32 ];
      for(i = 16; i < 64; i = i+1)
	assign w[i] = (((w[i-15] >> 7) | (w[i-15] << (32 - 7))) ^ ((w[i-15] >> 18) | (w[i-15] << (32 - 18))) ^ (w[i-15] >>  3)) + w[i-7] + (((w[i- 2] >> 17) | (w[i- 2] << (32 - 17))) ^ ((w[i- 2] >> 19) | (w[i- 2] << (32 - 19))) ^ (w[i- 2] >> 10)) + w[i-16];
      sha256_r4 r0(.a0(h[0]), .b0(h[1]), .c0(h[2]), .d0(h[3]),
		   .e0(h[4]), .f0(h[5]), .g0(h[6]), .h0(h[7]),
		   .k1(k[0]), .k2(k[1]), .k3(k[2]), .k4(k[3]),
		   .w1(w[0]), .w2(w[1]), .w3(w[2]), .w4(w[3]),
		   .a4(r[0][0]), .b4(r[0][1]), .c4(r[0][2]), .d4(r[0][3]),
		   .e4(r[0][4]), .f4(r[0][5]), .g4(r[0][6]), .h4(r[0][7]));
      for(i = 1; i < 16; i = i+1) 
      begin
	         sha256_r4 rI(.a0(r[i-1][0]), .b0(r[i-1][1]), .c0(r[i-1][2]), .d0(r[i-1][3]),
		      .e0(r[i-1][4]), .f0(r[i-1][5]), .g0(r[i-1][6]), .h0(r[i-1][7]),
		      .k1(k[(i*4)+0]), .k2(k[(i*4)+1]), .k3(k[(i*4)+2]), .k4(k[(i*4)+3]),
		      .w1(w[(i*4)+0]), .w2(w[(i*4)+1]), .w3(w[(i*4)+2]), .w4(w[(i*4)+3]),
		      .a4(r[i][0]), .b4(r[i][1]), .c4(r[i][2]), .d4(r[i][3]),
		      .e4(r[i][4]), .f4(r[i][5]), .g4(r[i][6]), .h4(r[i][7]));
      end
      for(i = 0; i < 8; i = i+1)
	      assign hash[ (i*32) +: 32 ] = h[i] + r[15][i];
   endgenerate
   assign h[0] = 32'h6a09e667;
   assign h[1] = 32'hbb67ae85;
   assign h[2] = 32'h3c6ef372;
   assign h[3] = 32'ha54ff53a;
   assign h[4] = 32'h510e527f;
   assign h[5] = 32'h9b05688c;
   assign h[6] = 32'h1f83d9ab;
   assign h[7] = 32'h5be0cd19;
   assign k[ 0] = 32'h428a2f98;
   assign k[ 1] = 32'h71374491;
   assign k[ 2] = 32'hb5c0fbcf;
   assign k[ 3] = 32'he9b5dba5;
   assign k[ 4] = 32'h3956c25b;
   assign k[ 5] = 32'h59f111f1;
   assign k[ 6] = 32'h923f82a4;
   assign k[ 7] = 32'hab1c5ed5;
   assign k[ 8] = 32'hd807aa98;
   assign k[ 9] = 32'h12835b01;
   assign k[10] = 32'h243185be;
   assign k[11] = 32'h550c7dc3;
   assign k[12] = 32'h72be5d74;
   assign k[13] = 32'h80deb1fe;
   assign k[14] = 32'h9bdc06a7;
   assign k[15] = 32'hc19bf174;
   assign k[16] = 32'he49b69c1;
   assign k[17] = 32'hefbe4786;
   assign k[18] = 32'h0fc19dc6;
   assign k[19] = 32'h240ca1cc;
   assign k[20] = 32'h2de92c6f;
   assign k[21] = 32'h4a7484aa;
   assign k[22] = 32'h5cb0a9dc;
   assign k[23] = 32'h76f988da;
   assign k[24] = 32'h983e5152;
   assign k[25] = 32'ha831c66d;
   assign k[26] = 32'hb00327c8;
   assign k[27] = 32'hbf597fc7;
   assign k[28] = 32'hc6e00bf3;
   assign k[29] = 32'hd5a79147;
   assign k[30] = 32'h06ca6351;
   assign k[31] = 32'h14292967;
   assign k[32] = 32'h27b70a85;
   assign k[33] = 32'h2e1b2138;
   assign k[34] = 32'h4d2c6dfc;
   assign k[35] = 32'h53380d13;
   assign k[36] = 32'h650a7354;
   assign k[37] = 32'h766a0abb;
   assign k[38] = 32'h81c2c92e;
   assign k[39] = 32'h92722c85;
   assign k[40] = 32'ha2bfe8a1;
   assign k[41] = 32'ha81a664b;
   assign k[42] = 32'hc24b8b70;
   assign k[43] = 32'hc76c51a3;
   assign k[44] = 32'hd192e819;
   assign k[45] = 32'hd6990624;
   assign k[46] = 32'hf40e3585;
   assign k[47] = 32'h106aa070;
   assign k[48] = 32'h19a4c116;
   assign k[49] = 32'h1e376c08;
   assign k[50] = 32'h2748774c;
   assign k[51] = 32'h34b0bcb5;
   assign k[52] = 32'h391c0cb3;
   assign k[53] = 32'h4ed8aa4a;
   assign k[54] = 32'h5b9cca4f;
   assign k[55] = 32'h682e6ff3;
   assign k[56] = 32'h748f82ee;
   assign k[57] = 32'h78a5636f;
   assign k[58] = 32'h84c87814;
   assign k[59] = 32'h8cc70208;
   assign k[60] = 32'h90befffa;
   assign k[61] = 32'ha4506ceb;
   assign k[62] = 32'hbef9a3f7;
   assign k[63] = 32'hc67178f2;
endmodule
module sha256_r4
  (input  wire [0:31] a0, b0, c0, d0, e0, f0, g0, h0,
   input  wire [0:31] k1, k2, k3, k4, w1, w2, w3, w4,
   output wire [0:31] a4, b4, c4, d4, e4, f4, g4, h4);
   wire [0:31] tmp1 = h0 + k1 + w1 + ((e0 & f0) ^ ((~e0) & g0)) + (((e0 >> 6) | (e0 << (32 - 6))) ^ ((e0 >> 11) | (e0 << (32 - 11))) ^ ((e0 >> 25) | (e0 << (32 - 25))));
   wire [0:31] a1 = tmp1 + ((a0 & b0) ^ (a0 & c0) ^ (b0 & c0)) + (((a0 >> 2) | (a0 << (32 - 2))) ^ ((a0 >> 13) | (a0 << (32 - 13))) ^ ((a0 >> 22) | (a0 << (32 - 22))));
   wire [0:31] e1 = tmp1 + d0;
   wire [0:31] tmp2 = g0 + k2 + w2 + ((e1 & e0) ^ ((~e1) & f0)) + (((e1 >> 6) | (e1 << (32 - 6))) ^ ((e1 >> 11) | (e1 << (32 - 11))) ^ ((e1 >> 25) | (e1 << (32 - 25))));
   wire [0:31] a2 = tmp2 + ((a1 & a0) ^ (a1 & b0) ^ (a0 & b0)) + (((a1 >> 2) | (a1 << (32 - 2))) ^ ((a1 >> 13) | (a1 << (32 - 13))) ^ ((a1 >> 22) | (a1 << (32 - 22))));
   wire [0:31] e2 = tmp2 + c0;
   wire [0:31] tmp3 = f0 + k3 + w3 + ((e2 & e1) ^ ((~e2) & e0)) + (((e2 >> 6) | (e2 << (32 - 6))) ^ ((e2 >> 11) | (e2 << (32 - 11))) ^ ((e2 >> 25) | (e2 << (32 - 25))));
   wire [0:31] a3 = tmp3 + ((a2 & a1) ^ (a2 & a0) ^ (a1 & a0)) + (((a2 >> 2) | (a2 << (32 - 2))) ^ ((a2 >> 13) | (a2 << (32 - 13))) ^ ((a2 >> 22) | (a2 << (32 - 22))));
   wire [0:31] e3 = tmp3 + b0;
   wire [0:31] tmp4 = e0 + k4 + w4 + ((e3 & e2) ^ ((~e3) & e1)) + (((e3 >> 6) | (e3 << (32 - 6))) ^ ((e3 >> 11) | (e3 << (32 - 11))) ^ ((e3 >> 25) | (e3 << (32 - 25))));
   assign a4 = tmp4 + ((a3 & a2) ^ (a3 & a1) ^ (a2 & a1)) + (((a3 >> 2) | (a3 << (32 - 2))) ^ ((a3 >> 13) | (a3 << (32 - 13))) ^ ((a3 >> 22) | (a3 << (32 - 22))));
   assign b4 = a3;
   assign c4 = a2;
   assign d4 = a1;
   assign e4 = a0 + tmp4;
   assign f4 = e3;
   assign g4 = e2;
   assign h4 = e1;
endmodule
`timescale 1ns / 1ps
module uart_tx
  #(parameter CLKFREQ=27000000, BAUD=115200)
   (
    input wire 	      clk,
    input wire 	      send,
    input wire [7:0]    data,
    output reg 	      tx,
    output wire         busy
    );
   initial tx <= 1'b1;
   reg [24:0] clk_count = 7'b0;
   always @(posedge clk)
     clk_count <= (baud_clk)? 0 : clk_count + 1;
   wire baud_clk = ((clk_count +1) == (CLKFREQ/BAUD));
   reg [9:0]   buff = 10'b1111111111;
   reg [3:0]   len = 0;
   assign busy = (len < 10);
   always @(posedge clk)
     begin
	if (!busy && send) 
   begin
	   buff <= { 1'b1, data[7:0], 1'b0 };
	   len = 4'd0;
	   tx <= 1;
	end
	else if (busy && baud_clk) 
   begin
	   tx <= buff[len];
	   len = len + 1;
	end
     end
endmodule
module uart_rx
  #(parameter CLKFREQ=27000000, BAUD=115200)
   (
    input 	         clk,
    input 	         rx,
    output 	         ready,
    output reg [7:0] data
    );
   initial data <= 8'b0;
   reg [6:0] clk_count = 7'b0;
   always @(posedge clk)
     if (frame)  clk_count <= (baud_clk0) ? 0 : clk_count + 1;
     else        clk_count <= 0;
   wire      baud_clk0 = ((clk_count +1) == (CLKFREQ/BAUD));
   wire      baud_clk1 = ((clk_count +1) == (CLKFREQ/BAUD)/2);
   reg [3:0] i = 4'hf;
   assign    ready = ((i == 4'd8) && rx);
   wire      frame = (i <= 8 || i == 4'hf);
   wire      reset = (!rx && !frame);
   always @(posedge reset or posedge baud_clk1)
     begin
      if (reset) 
      begin
         i <= 4'hf;
         data <= 8'd0;
      end else 
      begin
         if(frame) 
         begin
            if (i < 8)
               data[i] <= rx;
            i <= i + 1;
         end
      end
     end
endmodule
==> /design/flow/run.sh <==
#!/bin/bash
# OpenROAD 26Q1-2900-gdf79404cd8, Yosys 0.63+post, stock flow scripts
make -C /OpenROAD-flow-scripts/flow DESIGN_CONFIG=/design/flow/config.mk WORK_HOME=/design/flow/orfs finish
==> out/metrics.yaml <==
setup_path:
  r2r_slack_ns: 0.52
  worst-setup-path-type: "flop to flop"
  worst_reg2reg_startpoint: "tx.clk_count[0]"
  arrival_ns: 3.76
  worst_path_dominant_cell_family: "simple AND/OR/NAND/NOR gates"
  critPathMaxFanout: 15
  cp_slowest_cell: "nor4_1"
  path_common_cell: "nand4_1"
  timing.critical_path.depth: 8
  critPathCapture: "tx.len[1]"
  worst_r2r_path_depth: 8
  setup.worst_path.end_class: "flop"
  critical-path-max-stage-delay_ns: 0.67
  path_cells: "ha_1 > nand4_1 > nor4_1 > nand4_1 > a2111oi_0 > nand4_2 > or4_1 > nand3_1"
  required_ns: 4.27
  worst_r2r_endpoint: "tx.len[1]"
  critPathBufInv: 0
  worst_setup_path_startpoint: "tx.clk_count[0]"
  critPathLaunchType: "flop"
route:
  drtPass1Iterations: 4
  ant_nets: 0
  drt_iter0_drc: 155
  remaining_drc_errors: 0
  detailroute.via_count: 3260
  wl_per_cell_um: 11.26
  antenna_cells_inserted: 0
  post_drt_via_cell_ratio: 4.830
  routed_wl_um: 7599
floorplan:
  fp.dieH_um: 120.7
  fp_util_pct: 30.59
  boundaryPins: 9
  chipWidth_um: 120.7
  dieArea_sq_mm: 0.01458
  coreArea_sq_mm: 0.01383
  placement_rows: 43
logic_synthesis:
  synth-main-ff-cell: "dfxtp_1"
  ys_area_sq_mm: 0.004229
  synth.yosys.warnings: 5
  syn_area_sq_mm: 0.004229
  enable_flop_cells: 8
  yosys-stat-cells: 503
  yosys.stat.seqShare_pct: 39.29
  synth_async_sr_flop_share_pct: 0
  synth_flops: 79
  netlist_instances: 503
  synth.distinct_cells: 57
  postSynthAreaPerCell_sq_um: 8.408
power_and_ir_drop:
  p_leak_nw: 1.615
  peakVddDrop_v: 0.0002320
  p_total_mw: 1.626
  power_per_cell_area_mw_per_mm2: 348.3
timing:
  timing.final.hold_violations: 0
  slew_headroom_pct: 45.01
  finClkSkew_ns: 0.006669
  finalWorstPathRequiredPeriod_ns: 3.483
  layout_worst_path_cycle_share_pct: 87.07
  worst-slew-pin-transition_ns: 0.8237
  finalSetupTns_ns: 0
  hold-worst-slack_ns: 0.4628
  report.final.setup_viol: 0
  grt_setup_unrepaired: "no"
  layout_setup_ws_ns: 0.5173
  final_max_slew_viol_count: 0
  max_freq_ghz: 0.2871
place:
  pre_cts_slack_ns: 0.5557
  dpl_cell_area_sq_mm: 0.004364
  buffer_ports.inserted: 2
  finalWeightedCongestion: 0.8722
  dp_hpwl_um: 5041
  place_inst: 659
global_route:
  largest_net_degree_at_the_start_of_global_routing: 27
  vias_in_the_first_global_route: 2847
  grt_first_pass_wirelength_um: 13190
  antenna_violations_before_repair: 0
  total_congestion_overflow_after_global_routing: 0
  global_route_usage_sum_pct: 11.03
finish:
  post_layout_instance_count_excluding_filler_cells: 675
  layout_top_cell_excl_fill_tap: "dfxtp_1"
  final_cell_mix: "dfxtp_1, nor2_1, nand2_1"
  utilization_pct: 33.76
  flow.area_growth_from_synthesis_pct: 10.38
  layout-drive-gt1-share_pct: 5.859
  fin_area_sq_mm: 0.004668
clock_network:
  cts_inserted_buffers: 9
  h-tree-depth: 3
  ctsLongestPathBuffers: 2
  late_pin_clk_latency_ns: 0.33
  cts_repair_resized_insts: 0
  cts-root-buf: "clkbuf_16"
  cts_setup_buffers: 0
  clkSlewWorstSetupHoldPaths_ns: 0.06
  cts_tree: "yes"
  hold_buffers: 0
  tritoncts_num_sinks: 79
run_status:
  status: "completed"
run:
  warnings: 28
  max-cap-violations: 0
min_path:
  hold_path_class: "flop to flop"
sequential cells by signal (all words and copies together), names as in the netlist:
name / cells
LED0: 1
pos: 7
sec_clk: 32
send: 1
start: 1
tx.buff: 7
tx.clk_count: 25
tx.len: 4
tx.tx: 1
Yosys cell counts (7+ instances only):
cell | number | area (sq um)
a21oi_1 | 13 | 65.06
and2_1 | 11 | 68.82
and3_1 | 8 | 50.05
clkbuf_1 | 20 | 75.07
dfxtp_1 | 71 | 1421
edfxtp_1 | 8 | 240.2
inv_1 | 14 | 52.55
nand2_1 | 45 | 168.9
nand3_1 | 27 | 135.1
nand4_1 | 16 | 100.1
nor2_1 | 59 | 221.5
nor2b_1 | 9 | 56.30
nor4_1 | 7 | 43.79
nor4b_1 | 7 | 61.31
o21ai_0 | 19 | 95.09
or3_1 | 9 | 56.30
xnor2_1 | 35 | 306.5
xor2_1 | 24 | 210.2
worst register-to-register path, delay by kind of cell (launching register included):
kind,cells,cell delay [ns]
fa+ha+maj,1,0.28
simple gates,6,2.21
flops,1,0.42
compound gates,1,0.53
cell families after synthesis:
family / count (synthesis) / synth area share, %
adder cells (fa/ha/maj): 6 / 1.775
multiplexers: 8 / 1.953
flip-flops: 79 / 39.29
other: 2 / 0.1776
buffers and inverters: 46 / 4.645
AND/OR/NAND/NOR: 226 / 27.60
AND-OR/OR-AND: 77 / 12.34
XOR/XNOR: 59 / 12.22
report_power, final:
group	internal [mW]	leakage, nW	switching [mW]
logic	0	0.804	0.000183
clock network	0.502	0.149	0.326
registers	0.798	0.662	0
total	1.30	1.62	0.326
worst min path at each step:
| stage | from | end | slack [ns] | cells past startpoint |
|---|---|---|---|---|
| 4_1_cts | sec_clk[31] | sec_clk[31] | 0.46 | 1 |
| 5_1_grt | sec_clk[31] | sec_clk[31] | 0.49 | 1 |
| 6_report | sec_clk[31] | sec_clk[31] | 0.46 | 1 |
layer usage:
metal	track usage, %	part of all wire, %	up-vias	wire, um
met2	16.16	42	42	3189
li1	-	-	1748	-
met5	0	0	-	0
met3	2.601	3.4	6	260
met1	17.38	54	1464	4093
met4	0.7716	0.72	0	55
cell type report:
class                      instances  area, sq um
sequential                        79         1662
clock inverter                     6        65.06
timing repair buffer               4        35.03
inverter                          14        52.55
fill                            1382         9159
multi-input combinational        382         2390
tap                              180        225.2
clock buffer                      10        239.0
Power figures rest on the tool's default switching activity, not on a simulated workload.
