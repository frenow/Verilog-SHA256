$ cat run.sh
#!/bin/bash
# OpenROAD 26Q1-2900-gdf79404cd8, Yosys 0.63+post, stock flow scripts
make -C /OpenROAD-flow-scripts/flow DESIGN_CONFIG=/design/flow/config.mk WORK_HOME=/design/flow/orfs finish
$ cat config.mk
export PLATFORM = sky130hd
export DESIGN_NAME = uart_rx
export DESIGN_NICKNAME = uart_rx
export VERILOG_FILES = /design/flow/design.v
export SDC_FILE = /design/flow/constraint.sdc
export NUM_CORES = 4
export LEC_CHECK = 1
export CORE_AREA = 10 10 84 84
export DIE_AREA = 0 0 94 94
$ cat constraint.sdc
current_design uart_rx

set clk_period 1.7
set clk_io_pct 0.2

create_clock -name clk0 -period $clk_period [get_ports {clk}]

set non_clock_inputs [all_inputs -no_clocks]
set_input_delay [expr $clk_period * $clk_io_pct] -clock clk0 $non_clock_inputs
set_output_delay [expr $clk_period * $clk_io_pct] -clock clk0 [all_outputs]
$ cat design.v
`timescale 1ns / 1ps
module uart_tx
  #(parameter CLKFREQ=27000000, BAUD=115200)
   (
    input wire 	      clk,
    input wire 	      send,
    input wire [7:0]    data,
    output reg 	      tx,
    output wire         busy
    );
   initial tx <= 1'b1;
   reg [24:0] clk_count = 7'b0;
   always @(posedge clk)
     clk_count <= (baud_clk)? 0 : clk_count + 1;
   wire baud_clk = ((clk_count +1) == (CLKFREQ/BAUD));
   reg [9:0]   buff = 10'b1111111111;
   reg [3:0]   len = 0;
   assign busy = (len < 10);
   always @(posedge clk)
     begin
	if (!busy && send) 
   begin
	   buff <= { 1'b1, data[7:0], 1'b0 };
	   len = 4'd0;
	   tx <= 1;
	end
	else if (busy && baud_clk) 
   begin
	   tx <= buff[len];
	   len = len + 1;
	end
     end
endmodule
module uart_rx
  #(parameter CLKFREQ=27000000, BAUD=115200)
   (
    input 	         clk,
    input 	         rx,
    output 	         ready,
    output reg [7:0] data
    );
   initial data <= 8'b0;
   reg [6:0] clk_count = 7'b0;
   always @(posedge clk)
     if (frame)  clk_count <= (baud_clk0) ? 0 : clk_count + 1;
     else        clk_count <= 0;
   wire      baud_clk0 = ((clk_count +1) == (CLKFREQ/BAUD));
   wire      baud_clk1 = ((clk_count +1) == (CLKFREQ/BAUD)/2);
   reg [3:0] i = 4'hf;
   assign    ready = ((i == 4'd8) && rx);
   wire      frame = (i <= 8 || i == 4'hf);
   wire      reset = (!rx && !frame);
   always @(posedge reset or posedge baud_clk1)
     begin
      if (reset) 
      begin
         i <= 4'hf;
         data <= 8'd0;
      end else 
      begin
         if(frame) 
         begin
            if (i < 8)
               data[i] <= rx;
            i <= i + 1;
         end
      end
     end
endmodule
==> flow_metrics.tcl <==
# metrics dict for downstream scripts
set metrics [dict create \
    status "completed" \
    stdcell_area_sq_um 1210 \
    netlist_area_sq_um 988 \
    post-route-period-util_pct 87.5 \
    fmax_mhz 672 \
    clkLatencyLatePin_ns 0.22 \
    simple_gate_area_share_pct 19.2 \
    fin_skew_ns 0.00271 \
    io_buffer_count 10 \
    rows 26 \
    fp.dieH_um 94 \
    routedWlPerCell_um 9.51 \
    synth_cell_type_count 35 \
    diodes 0 \
    drc 0 \
    synthTopLogicFamily "simple AND/OR/NAND/NOR gates" \
    core_area_sq_um 5200 \
    cp-end-kind "primary output" \
    rsz0062_at_grt "false" \
    edf_count 0 \
    slew_violations 0 \
    relSlewSlack_pct 62.8 \
    top_area_share_pct 20.3 \
    cts_buffer_depth 2 \
    drive_above_1_share_pct 11.4 \
    ys_ff 19 \
    p_leak_nw 0.442 \
    num_io_pins 11 \
    grt_pass1_wl_um 3150 \
    ys_seq_share_pct 45.1 \
    r2r_cells 5 \
    adder_share_pct 8.86 \
    cts_tree "yes" \
    cts-buffers-inserted 3 \
    untimed_endpoints 20 \
    wl_um 1750 \
    drtIter0Drc 24 \
    postSynth.asyncResetShare_pct 63.2 \
    overflow 0 \
    setup.worst_path.start_class "input port" \
    fp_util_pct 19.0 \
    worstMarginPinSlew_ns 0.558 \
    grt_max_degree 13 \
    yosysWarnings 6 \
    cp.required_ns 1.36 \
    cts_root_buf "clkbuf_8" \
    antenna_found_initial 0 \
    hp-class "reg2reg" \
    ys_chip_area_sq_um 988 \
    warning_count 30 \
    grt_pass1_vias 694 \
    synthXorXnorAreaFrac_pct 5.32 \
    arrival_ns 1.15 \
    final_hold_viol_count 0 \
    ys_cells 102 \
    yosys-top-cells-area "dfrtn_1 (20%), dfxtp_1 (14%), dfstp_2 (11%)" \
    synth_top_cell_by_area "dfrtn_1" \
    period_minus_slack_ns 1.49 \
    mux_share_pct 4.43 \
    drtPass1Iterations 4 \
    routed_via_density 3.85 \
    die_x_um 94 \
    dp_hpwl_um 1370 \
    flop_cell "dfrtn_1" \
    maxCapViolations 0 \
    placedInstanceArea_sq_um 1170 \
    crit_fanout 2 \
    ys_sh_aoi_pct 13.3 \
    r2r_slack_ns 0.42 \
    crit_type "in2out" \
    synth_cells 102 \
    drtAntennaViolNets 0 \
    dieArea_sq_um 8840 \
    syn2layout_area_growth_pct 22.7 \
    htree_levels 1 \
    fillers 563 \
    unclocked_pins 12 \
    finalSetupViolCount 0 \
    whs_path_depth 1 \
    grt_usage_pct 4.27 \
    pwr_density_cell_nw_per_um2 339 \
    vias 708 \
    place_congestion 0.825 \
    peakVddDrop_uv 496 \
    hold_slack_ns 0.467 \
    syn_avg_cell_area_sq_um 9.69 \
    clk_pin_slew_ns 0.04 \
]
logic make-up after synthesis:
family                   Yosys count
AND-OR/OR-AND                     21
buffers and inverters              9
multiplexers                       4
flip-flops                        19
AND/OR/NAND/NOR                   36
adder cells (fa/ha/maj)            7
XOR/XNOR                           6
layout make-up:
type	count	area (sq um)	share of cell area, %
timing repair buffer	11	106	8.77
sequential	19	445	36.7
tap	70	87.6	7.22
inverter	6	22.5	1.86
clock buffer	4	45.0	3.72
multi-input combinational	74	505	41.7
path summary, 6_finish.rpt:
| check | endpoint | startpoint |
|---|---|---|
| max | ready | rx |
| min | clk_count[0] | clk_count[0] |
| max reg2reg | clk_count[6] | clk_count[0] |
| min reg2reg | clk_count[0] | clk_count[0] |
power breakdown:
part           switching, mW  internal (mW)  leakage, nW
Sequential                 0          0.166        0.193
Clock                 0.0679          0.162       0.0228
Combinational        0.00989        0.00551        0.226
Total                 0.0778          0.333        0.442
per-layer routing:
layer	GRT usage (%)	share of wire (%)	vias to the layer above
li1	-	-	377
met1	6.28	53	318
met2	6.45	40	11
met3	1.05	6.5	2
met4	0.253	0.51	0
met5	0	0	-
what timing repair did:
item | CTS | global route
setup buffers | 0 | 0
hold buffers | 0 | 0
resized | 1 | 0
endpoints found under the setup margin | 1 | 0
synthesized netlist by cell type (2+ instances only):
cell type,number
a21oi_1,2
and3_1,3
buf_2,2
dfrtn_1,8
dfstp_2,4
dfxtp_1,7
ha_1,7
inv_1,6
mux2_1,2
nand2_1,8
nand3_1,6
nor2_1,8
nor3_1,2
o21a_1,2
o21ai_0,4
o21ai_1,7
or3_1,2
xnor2_1,3
xor2_1,3
critical path, cell delays in order:
cell and delay [ns]:
dlygate4sd2_1 0.21, nand2_1 0.06, nor2_1 0.08, clkdlybuf4s50_1 0.46
cells in the final DEF, fill, tap and decap left out, drive strengths merged, types with 3 or more instances in the layout:
cell type | Yosys | final
and3 | 3 | 3
clkbuf | 1 | 4
clkdlybuf4s50 | 0 | 9
dfrtn | 8 | 8
dfstp | 4 | 4
dfxtp | 7 | 7
ha | 7 | 7
inv | 6 | 6
mux2 | 3 | 3
nand2 | 8 | 8
nand3 | 6 | 6
nor2 | 8 | 8
o21ai | 12 | 12
xnor2 | 3 | 3
xor2 | 3 | 3
metrics by stage:
step                      setup slack [ns]  cells  TNS (ns)  util [%]  power, mW
final                                0.212    184         0      23.3      0.411
after global routing                 0.109    184         0      23.3      0.434
after CTS                            0.202    184         0      23.3      0.418
after detailed placement           -0.0569    180   -0.0569      22.5      0.185
after global placement             -0.0541    180   -0.0541      22.5      0.185
after floorplan                      0.507    102         0         -      0.178
sequential cells by signal, summed over array words and instances (netlist names):
register and cells:
data 8, clk_count 7, i 4
Power figures rest on the tool's default switching activity, not on a simulated workload.
